==> ./design.v <==
module Pulse_Gen
 (
 clk,  
 PW,
 PRI_IN,
 Pulse_OUT  
    );
 input clk;
 input reg[3:0] PW;  
 input reg[7:0] PRI_IN;
 output Pulse_OUT;
 reg[3:0] PRI; 
 always @(posedge clk)
 begin
   PRI <= PRI + 1;
   if(PRI>=PRI_IN) 
    PRI <= 0;
 end
 assign Pulse_OUT = PRI < PW ? 1:0;
endmodule
==> ./run.sh <==
#!/bin/bash
# OpenROAD 26Q1-2900-gdf79404cd8, Yosys 0.63+post, stock flow scripts
make -C /OpenROAD-flow-scripts/flow DESIGN_CONFIG=/design/flow/config.mk WORK_HOME=/design/flow/orfs finish
==> ./config.mk <==
export PLATFORM = sky130hd
export DESIGN_NAME = Pulse_Gen
export DESIGN_NICKNAME = Pulse_Gen
export VERILOG_FILES = /design/flow/design.v
export SDC_FILE = /design/flow/constraint.sdc
export NUM_CORES = 4
export LEC_CHECK = 1
export CORE_AREA = 10 10 70 70
export DIE_AREA = 0 0 80 80
==> ./constraint.sdc <==
current_design Pulse_Gen

set clk_period 2.4
set clk_io_pct 0.2

create_clock -name clk0 -period $clk_period [get_ports {clk}]

set non_clock_inputs [all_inputs -no_clocks]
set_input_delay [expr $clk_period * $clk_io_pct] -clock clk0 $non_clock_inputs
set_output_delay [expr $clk_period * $clk_io_pct] -clock clk0 [all_outputs]
==> GITHUB_STEP_SUMMARY <==
## Synthesis and layout report

| Metric | Value |
|---|---|
| Worst reg-to-reg setup slack | roughly 1100 ps |
| Setup TNS Final | 0 ps |
| Fmax | ~460 MHz |
| Hold Buf Count CTS | 0 |
| H-tree depth | 1 |
| Power after layout | roughly 0.49 mW |
| Max Slew Vio Count | 0 |
| Rows | 21 |
| Clk root buf | clkbuf_4 |
| Die area | between 6000 and 7000 um2 |
| Pwr per Cell Area | ~910 nW/um2 |
| Post-DRT Antenna Nets | 0 |
| DR iter-0 viols | 20 |
| CTS clock-pin slew for the worst setup and hold paths | approximately 30 ps |
| WS Path Type | primary input to output pin |
| Core area | roughly 3400 um2 |
| Num CTS Buffers | 3 |
| Final Cycle Share | between 90% and 100% |
| Worst Skew | ~4.8 ps |
| Largest net degree at the start of global routing | 6 |
| Clk sink count | 4 |
| Routability congestion estimate | approximately 0.67 |
| Insertion delay to the later sink of the worst-skew pair | approximately 240 ps |
| MaxCap Viol Count | 0 |
| Log Warnings | 25 |
| Final instance area | around 540 um2 |
| Port bufs | 13 |
| GRT overflow | 0 |
| CTS Buffer Depth | 2 |
| Wire length per cell | 8.38 um |
| YS chip area | between 300 and 400 um2 |
| Max reg flops | 4 |
| Initial Utilization | under 10% |
| # IOs | 14 |
| Register share after synthesis | around 24% |
| Final min period | 2190 ps |
| Ant diodes | 0 |
| Syn Area/Cell | just under 9 um2 |
| Hold crit path type | flop to flop |
| Area Growth Syn to Fin | 64.9% |
| Post-synth regs | 4 |
| Yosys warns | 1 |
| Largest Register | PRI |
| Layout cells sized above 1 | about an eighth |
| CTS tree | built |
| Leakage power | ~0.24 nW |
| Setup-failing EPs final | 0 |
| Top Registers | PRI: 4 flops |
| Slew Limit Headroom | between 70% and 80% |
| CP Launch Type | primary input |
| Worst vdd rail ir drop | between 0.2 and 0.25 mV |
| Status | finished, final reports clean |
| Chip width | roughly 80 um |
| Worst setup EP type | output pin |
| Detailed-route via count | between 200 and 300 |
| DRT Wirelength | 830 um |
| Pre-Repair DR Iteration Count | 2 |
| CP Data Arrival Time | 1710 ps |
| Post-place instance area | approximately 520 um2 |
| Vias in the first global route | ~320 |
| First-pass GRT wire length | around 1.4 mm |
| Yosys cell types | 16 |
| Register area | approximately 80 um2 |
| Max FO, Critical Path | 1 |
| Drc violations | 0 |
| Vias per std cell | 2.98 |
| Multi-input logic area | ~230 um2 |
| Fin util | 15.8% |
| Total track usage | around 2.8% |
| WHS Path Cells | 1 |
| Die H | 80 um |
| Number of filler cells placed in the layout | 387 |
| RSZ-0062 raised after global routing | no |
| Required @ worst endpoint | 1920 ps |
| Worst Tran Pin Value | ~320 ps |
| Hold Violations, Final | 0 |
| Initial antenna violation count | 0 |
| Post-Syn Area | 328 um2 |
| WHS | between 400 and 500 ps |
| Synth Instances | 37 |
| HPWL after DPL | between 600 and 700 um |
| Reg2Reg Depth | 5 |
| Number of cells in Yosys stat | 37 |
-- through the flow --
step | std cells | worst slack (ps)
after global placement | 96 | -111
final | 99 | 207
after floorplan | 37 | 897
after detailed placement | 96 | -108
after CTS | 99 | 186
after global routing | 99 | 103
-- final cells by class --
type / count / share of cell area, %
multi-input combinational: 26 / 41.7
timing repair buffer: 13 / 23.8
sequential: 4 / 14.8
tap: 46 / 10.6
inverter: 7 / 4.86
clock buffer: 3 / 4.17
-- final timing paths --
check | start | end
setup / recovery | PW[1] | Pulse_OUT
hold / removal | PRI[0] | PRI[0]
setup reg to reg | PRI[0] | PRI[3]
hold reg to reg | PRI[0] | PRI[0]
-- power by group --
group	switching (mW)	internal (mW)	leakage (nW)	total (mW)
Combinational	0.115	0.145	0.190	0.259
Sequential	0.0431	0.106	0.0337	0.149
Clock	0.0283	0.0560	0.0138	0.0843
Total	0.186	0.307	0.237	0.493
-- cell usage after synthesis --
| cell | n | area [um2] |
|---|---|---|
| xnor2_1 | 1 | 8.76 |
| o21a_1 | 1 | 7.51 |
| a21boi_1 | 1 | 7.51 |
| nor2b_1 | 1 | 6.26 |
| a21oi_1 | 5 | 25.0 |
| xor2_1 | 1 | 8.76 |
| inv_1 | 7 | 26.3 |
| o21a_2 | 1 | 8.76 |
| dfxtp_1 | 4 | 80.1 |
| ha_1 | 8 | 100 |
| a211oi_2 | 1 | 12.5 |
| nand3_1 | 1 | 5.00 |
| o21ai_1 | 1 | 5.00 |
| nor4_2 | 1 | 12.5 |
| nand2_1 | 2 | 7.51 |
| nand2b_1 | 1 | 6.26 |
-- critical path: stages --
cell and delay [ps]:
clkdlybuf4s50_1 450, inv_1 40, ha_1 280, a21oi_2 150, o21a_1 120, dlygate4sd2_1 190
-- kinds of logic (layout without fill, tap and decap cells) --
logic type      after synthesis  in the layout  synth area share (%)
xor+xnor                      2              2                  5.34
buf+inv                       7             23                  8.02
flops                         4              4                  24.4
fa+ha+maj                     8              8                  30.5
simple gates                  6              6                  11.5
compound gates               10             10                  20.2
-- cell usage in the layout (no fill, tap or decap) --
| master | netlist | routed |
|---|---|---|
| xnor2_1 | 1 | 1 |
| nor4_2 | 1 | 1 |
| nand3_1 | 1 | 1 |
| clkbuf_4 | 0 | 3 |
| inv_1 | 7 | 7 |
| nor2b_1 | 1 | 1 |
| ha_1 | 8 | 8 |
| a211oi_2 | 1 | 1 |
| a21boi_1 | 1 | 1 |
| a21oi_1 | 5 | 4 |
| clkdlybuf4s50_1 | 0 | 12 |
| a21oi_2 | 0 | 1 |
| o21a_1 | 1 | 1 |
| o21a_2 | 1 | 1 |
| dfxtp_1 | 4 | 4 |
| o21ai_1 | 1 | 1 |
| nand2_1 | 2 | 2 |
| nand2b_1 | 1 | 1 |
| dlygate4sd2_1 | 0 | 1 |
| xor2_1 | 1 | 1 |
-- metal layers --
layer / global-route usage, % / vias up / routed length, um
met4: 0.352 / 0 / 0
li1: - / 161 / -
met2: 4.17 / 10 / 350
met5: 0 / - / 0
met3: 2.27 / 0 / 105
met1: 3.00 / 124 / 374
-- timing repair --
| item | in CTS | in global routing |
|---|---|---|
| buffers inserted | 0 | 0 |
| gates resized | 2 | 0 |
| setup endpoints to repair | 1 | 0 |
Power and IR drop assume default switching activity.
